[./config.mk]
export PLATFORM = sky130hd
export DESIGN_NAME = gpu_controller
export DESIGN_NICKNAME = gpu_controller
export VERILOG_FILES = /design/flow/design.v
export SDC_FILE = /design/flow/constraint.sdc
export NUM_CORES = 4
export LEC_CHECK = 1
export CORE_UTILIZATION = 50
[./constraint.sdc]
current_design gpu_controller

set clk_period 4.3
set clk_io_pct 0.2

create_clock -name clk0 -period $clk_period [get_ports {i_clk}]

set non_clock_inputs [all_inputs -no_clocks]
set_input_delay [expr $clk_period * $clk_io_pct] -clock clk0 $non_clock_inputs
set_output_delay [expr $clk_period * $clk_io_pct] -clock clk0 [all_outputs]
[./design.v]
`timescale 1ns / 1ps
module gpu_controller#(
    parameter PIXEL_WIDTH           = 8,
    parameter ADDR_WIDTH            = 18,
    parameter FILTER_WIDTH          = 2,
    parameter ZP_IMAGE_WIDTH        = 482,
    parameter ZP_IMAGE_HEIGHT       = 362,
    parameter IMAGE_WIDTH           = ZP_IMAGE_WIDTH  - 2,
    parameter IMAGE_HEIGHT          = ZP_IMAGE_HEIGHT - 2,
    parameter PIXEL_COUNT           = IMAGE_HEIGHT*IMAGE_WIDTH,
    parameter BUFFER_WIDTH          = 3,
    parameter BUFFER_COUNT          = ZP_IMAGE_WIDTH*BUFFER_WIDTH,
    parameter S_idle                = 3'd0,
    parameter S_init_buffer         = 3'd1,
    parameter S_filter              = 3'd2,
    parameter S_shift               = 3'd3,
    parameter S_load_buffer         = 3'd4,
    parameter S_done                = 3'd5
)(
    input                          i_clk,
    input                          i_nrst,
    output reg  [ADDR_WIDTH-1 :0]  o_mem_addr,
    input                          i_start_pulse,
    output reg                     o_finish_pulse,
    output                         o_load_pixel,
    output                         o_init,
    output                         o_filter_en,
    output                         o_shift,
    output                         o_filtered_wstb,      
    output reg [ADDR_WIDTH-1 :0]   o_filtered_addr
);
    reg [2:0] state;                 
    reg       init;                  
    reg       load_addr;             
    reg       load_pixel;            
    reg       filter_en;             
    reg       shift;                 
    reg       shift_ctr_incr;        
    reg       buffer_ctr_incr;       
    reg       filtered_addr_incr;    
    int       shift_ctr;             
    int       buffer_ctr;            
    assign o_load_pixel     = load_pixel;
    assign o_init           = init;
    assign o_filter_en      = filter_en;
    assign o_shift          = shift;
    assign o_filtered_wstb  = filter_en;
    always@(posedge i_clk or negedge i_nrst) begin
        if (!i_nrst) begin
            o_mem_addr <= 0;
        end else begin
            if (init) begin
                o_mem_addr <= 0;
            end else begin
                if (load_addr) begin
                    o_mem_addr <= o_mem_addr + 1;
                end
            end
        end
    end
    always@(posedge i_clk or negedge i_nrst) begin
        if (!i_nrst) begin
            buffer_ctr <= 0;
        end else begin
            if (filter_en) begin
                buffer_ctr <= 0;
            end else begin
                if (buffer_ctr_incr) begin
                    buffer_ctr <= buffer_ctr + 1;
                end
            end
        end
    end
    always@(posedge i_clk or negedge i_nrst) begin
        if (!i_nrst) begin
            o_filtered_addr <= 0;
        end else begin
            if (init) begin
                o_filtered_addr <= 0;
            end else begin
                if (filtered_addr_incr) begin
                    o_filtered_addr <= o_filtered_addr + 1;
                end
            end
        end
    end
    always@(posedge i_clk or negedge i_nrst) begin
        if (!i_nrst) begin
            shift_ctr <= 0;
        end else begin
            if (init) begin
                shift_ctr <= 0;
            end else begin
                if (shift_ctr_incr) begin
                    shift_ctr <= shift_ctr + 1;
                end else begin
                    if (shift) begin
                        shift_ctr <= 0;
                    end
                end
            end
        end
    end
    always@(posedge i_clk or negedge i_nrst) begin
        if (!i_nrst) begin
            state <= S_idle;
        end else begin
            case (state)
                S_idle: begin 
                    if (i_start_pulse) begin
                        state <= S_init_buffer;
                    end else begin
                        state <= S_idle;
                    end
                end
                S_init_buffer: begin
                    if (o_mem_addr < BUFFER_COUNT - 1) begin
                        state <= S_init_buffer;
                    end else begin
                        state <= S_filter;
                    end
                end
                S_filter: begin
                    if (o_filtered_addr == PIXEL_COUNT - 1) begin
                        state <= S_done;
                    end else begin
                        if (shift_ctr < IMAGE_WIDTH - 1) begin
                            state <= S_filter;
                        end else begin
                            state <= S_shift;
                        end
                    end
                end
                S_shift: begin
                    state <= S_load_buffer;
                end
                S_load_buffer: begin
                    if (buffer_ctr < ZP_IMAGE_WIDTH - 1) begin
                        state <= S_load_buffer;
                    end else begin
                        state <= S_filter;
                    end
                end
                default: begin
                    state <= S_idle;
                end
            endcase
        end
    end
    always@(*)begin
        init = 0;
        load_addr = 0;
        load_pixel = 0;
        filter_en = 0;
        filtered_addr_incr = 0;
        shift_ctr_incr = 0;
        shift = 0;
        buffer_ctr_incr = 0;
        load_addr = 0;
        o_finish_pulse = 0;
        case (state)
            S_idle: begin
                if (i_start_pulse) begin
                    init = 1;
                end
            end
            S_init_buffer: begin
                load_pixel = 1;
                load_addr = 1;
            end
            S_filter: begin
                filter_en = 1;
                if (o_filtered_addr < PIXEL_COUNT - 1) begin
                    filtered_addr_incr = 1;
                    if (shift_ctr < IMAGE_WIDTH - 1) begin
                        shift_ctr_incr = 1;
                    end
                end
            end
            S_shift: begin
                shift = 1;
            end
            S_load_buffer: begin
                load_pixel = 1;
                load_addr = 1;
                if (buffer_ctr < ZP_IMAGE_WIDTH - 1) begin
                    buffer_ctr_incr = 1;
                end
            end
            S_done: begin
                o_finish_pulse = 1;
            end
        endcase
    end
endmodule
[./run.sh]
#!/bin/bash
# OpenROAD 26Q1-2900-gdf79404cd8, Yosys 0.63+post, stock flow scripts
make -C /OpenROAD-flow-scripts/flow DESIGN_CONFIG=/design/flow/config.mk WORK_HOME=/design/flow/orfs finish
==> COMMIT_EDITMSG <==
Update PnR metrics after Yosys + OpenROAD run

- From left edge to right edge, the die measures 108.8 um.
- In the final report, the number of endpoints failing setup comes to 0.
- Share of final-layout standard cells stronger than drive strength 1: 0.05572
- Total negative slack for setup checks: 0 ns
* Area reported by Yosys stat: 5699 um^2
- According to the dpl log, the detail-placed design has an HPWL of 7586 um.
* Type of the setup path with the least slack: flip-flop to flip-flop
- The report puts the cell count of the worst reg-to-reg path at 8.
* Worst vdd ir: 0.3801 mV
* Wire length of the first global-routing pass: 20,720 um
- In this run, post-CTS repair resized a total of 0 instances.
- DR vias: 4,644
- For the worst reg-to-reg path, the endpoint reported by OpenROAD is shift_ctr[16].
- Worst slew slack as a fraction of its limit: 0.4046
- Number of buffers added to fix hold violations after cts: 0
* Antenna cells: 0
- Number of synthesized flops with an enable pin: 0
* MUX area fraction: 0.005269
* Largest net degree at the start of global routing: 48
* AO/OA Area Share: 0.1311
* Number of cells in the finished layout apart from fillers: 804
- Unrepaired setup endpoints after global routing: no
- Overflow left after global routing: 0
- During I/O placement, the number of pins put on the boundary was 45.
* CTS tree: yes
* Vias in the first global route: 4,319
- Per the hold report, the tightest min-delay path originates at shift_ctr[8].
- The timing report gives the worst reg2reg path a setup slack of 1.30 ns.
- Total clock buffers created by CTS: 9
- Layout area overhead: 15.54%
- Total number of clock tree sinks: 106
- Synthesized-area fraction occupied by xor and xnor cells: 0.07223
* Worst flop-to-flop path startpoint: shift_ctr[0]
- Final weighted congestion in routability-driven placement: 0.8045
- Top cell types by occurrence after synthesis: dfrtp_1, nor2_1, nand2_1
- Syn Area/Cell: 9.075 um^2
* CP Capture Type: flip-flop
* Slew at the pin with the worst max-slew slack: 0.8865 ns
- The multi-input combinational cells in the finished layout cover a total of 2825 um^2.
- Largest buffer count on any clock path: 2
- The most critical hold endpoint after final layout shows a slack of 0.4974 ns.
- Summing internal, switching and leakage power gives 1899 uW.
* Req. time, crit path: 4.57 ns
- The count of nets left with antenna violations once routing finished came out at 0.
- Post-route period utilization is reported as 0.6983.
* Number of OpenROAD warnings: 28
- Most used flip-flop cell: dfrtp_1
* Adder-cell share of the synthesized area: 0.01317
- The tool flagged a number of max-cap violations equal to 0.
- Fill cells in the final layout number 906.
- For reference, the final report shows the max-slew violation count at 0.
- Wire length per cell after detailed routing: 14.77 um
* Setup Skew: 0.005624 ns
- Largest fanout on the critical path: 42
- Achievable Freq: 333.0 MHz
- Netlist area before placement: 5699 um^2
* Via-per-instance ratio: 5.776
* Total routing resource utilization after global routing: 0.2257
- Once iteration 0 of detailed routing completed, the report listed 374 DRC markers.
* Core Footprint: 10,980 um^2
- Die height: 108.8 um
- The main area contributors are dfrtp_1, nor2_1, xor2_1.
- Worst setup startpoint: shift_ctr[0]
* Depth of the CTS H-tree: 3
- Flip-flop and latch area: 2654 um^2
* Die area: 11,830 um^2
- Comb area leader: simple AND/OR/NAND/NOR gates
- Flop and latch count out of synthesis: 106
* Top-area cell type share of the netlist area: 0.4610
- The most critical setup path has its endpoint at shift_ctr[16].
* Fraction of the yosys area taken by sequential cells: 0.4656
- Number of hold violations in the final report: 0
* Most area-hungry cell type in the Yosys netlist: dfrtp_1
- The registers of the reported paths see a clock transition of 0.07 ns.
- The detailed router reported a total wirelength of 11,880 um.
- Leakage power: 0.002632 uW
- Run status: finished, final reports clean
- Endpoint arrival time on the critical path: 3.27 ns
* Worst-skew pair later-pin latency: 0.35 ns
- The first TritonRoute pass finished after 4 iterations.
- For this run the top cell type by instance count after synthesis was dfrtp_1.
* Class of the worst hold path: flip-flop to flip-flop
- Number of antenna violations at the first check in global routing: 0
- Distinct cell type count after synthesis: 52
* Total instance count after detailed placement: 788
* Worst Setup Start Kind: flip-flop
- Clk Tree Root Cell: clkbuf_16
* Time the worst path needs with I/O delays and setup: 3.003 ns
- Fraction of the core area occupied by cells at floorplan: 0.5189
* DRC violation count after routing: 0
* FP Rows: 38
- Power Density: 288.4 nW/um^2
* Fraction of the mapped netlist area in simple logic gates: 0.2670
- Buffers placed on the I/O ports in this run total 44.
- Warnings from Yosys: 1
- Post-CTS timing repair inserted 0 buffers for setup.
* Yosys stat cell total: 628
- The cell count after synthesis came out at 628.
* Post-synthesis async set-or-reset flop share: 1.000
## how the worst min path moves through the flow
stage | slack [ns] | cells after the start | to
after CTS | 0.50 | 1 | shift_ctr[8]
after global routing | 0.53 | 1 | shift_ctr[4]
final | 0.50 | 1 | shift_ctr[8]
## critical path, stage by stage, from the launching register on
cell and delay [ns]:
dfrtp_1 0.44, ha_1 0.27, and4_1 0.21, o21ai_1 0.15
a41oi_1 0.37, nor4_4 0.89, buf_12 0.29, a41oi_1 0.14
a31oi_1 0.16
## power breakdown
| part | internal [uW] | switching (uW) | total, uW |
|---|---|---|---|
| Sequential | 996 | 0 | 996 |
| Combinational | 2.62 | 19.2 | 21.9 |
| Clock | 509 | 372 | 881 |
| Total | 1510 | 391 | 1900 |
## cell type report
type                       count  area share
inverter                      25     0.01425
multi-input combinational    464      0.4290
tap                          140     0.02660
clock inverter                 7     0.01425
timing repair buffer          53     0.07866
sequential                   106      0.4030
clock buffer                   9     0.03420
## sequential cells by signal, indices dropped and copies added, names as in the netlist
signal	flops
buffer_ctr	32
state	6
o_filtered_addr	18
o_mem_addr	18
shift_ctr	32
## routing by layer
metal,track usage,up-vias,share of wire
li1,-,2337,-
met1,0.3741,2217,0.52
met2,0.3354,85,0.44
met3,0.04144,5,0.038
met4,0.01834,0,0.0085
met5,0,-,0
## stage by stage
step	utilization	worst slack (ns)	cell area [um^2]
floorplan	-	2.104	5699
global placement	0.5705	1.284	6266
detailed placement	0.5705	1.278	6266
CTS	0.5996	1.271	6585
global route	0.5996	1.042	6585
finish	0.5996	1.297	6585
## kinds of logic after synthesis
kind of cell / count (synthesis)
buffers and inverters: 58
muxes: 3
DFF: 106
AOI/OAI and AO/OA: 119
xor gates and xnor gates: 47
and+or+nand+nor: 289
adders and majority gates: 6
## placed cells by master (no fill, tap or decap), types with 3 or more instances in the layout
master / instances
or4_1: 6
nand2b_1: 3
and2_1: 8
o21ai_0: 6
xor2_1: 25
mux2i_1: 3
ha_1: 6
xnor2_1: 22
nand2_1: 56
nor2b_1: 3
or3_1: 12
o21ai_1: 20
nor2_1: 65
dfrtp_1: 105
clkdlybuf4s50_1: 43
a31oi_1: 30
nand4_1: 22
and4_4: 3
a21boi_0: 3
nor3_1: 14
and3_1: 13
a41oi_1: 7
o31ai_1: 5
inv_1: 25
buf_4: 9
and4_1: 9
clkbuf_16: 9
nor4_1: 24
a21boi_1: 3
a21oi_1: 31
nand3_1: 40
Power is estimated from default activity; no workload was simulated.
